==> /design/flow/run.sh <==
#!/bin/bash
# OpenROAD 26Q1-2900-gdf79404cd8, Yosys 0.63+post, stock flow scripts
make -C /OpenROAD-flow-scripts/flow DESIGN_CONFIG=/design/flow/config.mk WORK_HOME=/design/flow/orfs finish
==> /design/flow/config.mk <==
export PLATFORM = sky130hd
export DESIGN_NAME = uart_demo
export DESIGN_NICKNAME = uart_demo
export VERILOG_FILES = /design/flow/design.v
export SDC_FILE = /design/flow/constraint.sdc
export NUM_CORES = 4
export LEC_CHECK = 1
export CORE_UTILIZATION = 30
==> /design/flow/constraint.sdc <==
current_design uart_demo

set clk_period 2.6
set clk_io_pct 0.2

create_clock -name clk0 -period $clk_period [get_ports {CLK_100MHz}]

set non_clock_inputs [all_inputs -no_clocks]
set_input_delay [expr $clk_period * $clk_io_pct] -clock clk0 $non_clock_inputs
set_output_delay [expr $clk_period * $clk_io_pct] -clock clk0 [all_outputs]
==> /design/flow/design.v <==
`timescale 1ns / 1ps
`timescale 1ns / 1ps
 module uart(
    input clk,                   
    input rst,                   
    input rx,                    
    output tx,                   
    input transmit,              
    input [1:0] tx_bit,         
    output received,             
    output [63:0] rx_byte,        
    output wire is_receiving,    
    output wire is_transmitting, 
    output wire recv_error,       
    output reg [3:0] rx_samples,
    output reg [3:0] rx_sample_countdown
);
    parameter baud_rate = 9600;
    parameter sys_clk_freq = 100000000;
    localparam one_baud_cnt = sys_clk_freq / (baud_rate);
    localparam [2:0]     
        RX_IDLE             = 3'd0, 
        RX_CHECK_START      = 3'd1, 
        RX_SAMPLE_BITS      = 3'd2,
        RX_READ_BITS        = 3'd3,      
        RX_CHECK_STOP       = 3'd4, 
        RX_DELAY_RESTART    = 3'd5,
        RX_ERROR            = 3'd6,      
        RX_RECEIVED         = 3'd7; 
    localparam [1:0]     
        TX_IDLE             = 2'd0,
        TX_SENDING          = 2'd1,
        TX_DELAY_RESTART    = 2'd2,
        TX_RECOVER          = 2'd3;
    reg [log2(one_baud_cnt * 16)-1:0] rx_clk;
    reg [log2(one_baud_cnt)-1:0] tx_clk;
    reg [2:0] recv_state = RX_IDLE;
    reg [3:0] rx_bits_remaining;
    reg [63:0] rx_data;
    reg [1:0] tx_out;
    reg [1:0] tx_state = TX_IDLE;
    reg [3:0] tx_bits_remaining;
    reg [1:0] tx_data;
    assign received = recv_state == RX_RECEIVED;
    assign recv_error = recv_state == RX_ERROR;
    assign is_receiving = recv_state != RX_IDLE;
    assign rx_byte = rx_data;
    assign tx = tx_out;
    assign is_transmitting = tx_state != TX_IDLE;
    function integer log2(input integer M);
        integer i;
    begin
        log2 = 1;
        for (i = 0; 2**i <= M; i = i + 1)
            log2 = i + 1;
    end endfunction
    always @(posedge clk) begin
        if (rst) begin
            recv_state = RX_IDLE;
            tx_state = TX_IDLE;
        end
        if(rx_clk) begin
            rx_clk = rx_clk - 1'd1;
        end
        if(tx_clk) begin
            tx_clk = tx_clk - 1'd1;
        end
        case (recv_state)
            RX_IDLE: begin
                if (!rx) begin
                    rx_clk = one_baud_cnt / 2;
                    recv_state = RX_CHECK_START;
                end
            end
            RX_CHECK_START: begin
                if (!rx_clk) begin
                    if (!rx) begin
                        rx_clk = (one_baud_cnt / 2) + (one_baud_cnt * 3) / 8; 
                        rx_bits_remaining = 8;  
                        recv_state = RX_SAMPLE_BITS;
                        rx_samples = 0;
                        rx_sample_countdown = 5;
                    end else begin
                        recv_state = RX_ERROR;
                    end
                end
            end
            RX_SAMPLE_BITS: begin
                if (!rx_clk) begin
                    if (rx) begin
                        rx_samples =  rx_samples + 1'd1;
                    end
                    rx_clk = one_baud_cnt / 8;
                    rx_sample_countdown = rx_sample_countdown -1'd1;
                    recv_state = rx_sample_countdown ? RX_SAMPLE_BITS : RX_READ_BITS;
                end
            end
            RX_READ_BITS: begin
                if (!rx_clk) begin
                    if (rx_samples > 3) begin
                        rx_data = {1'd1, rx_data[63:1]};
                    end else begin
                        rx_data = {1'd0, rx_data[63:1]};
                    end
                    rx_clk = (one_baud_cnt * 3) / 8;
                    rx_samples = 0;
                    rx_sample_countdown = 5;
                    rx_bits_remaining = rx_bits_remaining - 1'd1;
                    if(rx_bits_remaining)begin
                        recv_state = RX_SAMPLE_BITS;
                    end else begin
                        recv_state = RX_CHECK_STOP;
                        rx_clk = one_baud_cnt / 2;
                    end
                end
            end
            RX_CHECK_STOP: begin
                if (!rx_clk) begin
                    recv_state = rx ? RX_RECEIVED : RX_ERROR;
                end
            end
            RX_ERROR: begin
                rx_clk = 8 * sys_clk_freq / (baud_rate);
                recv_state = RX_DELAY_RESTART;
            end
            RX_DELAY_RESTART: begin
                recv_state = rx_clk ? RX_DELAY_RESTART : RX_IDLE;
            end
            RX_RECEIVED: begin
                recv_state = RX_IDLE;
            end
        endcase
        case (tx_state)
            TX_IDLE: begin
                if (transmit) begin
                    tx_data = tx_bit;
                    tx_clk = one_baud_cnt;
                    tx_out = 1;
                    tx_bits_remaining = 1;
                    tx_state = TX_SENDING;
                end
            end
            TX_SENDING: begin
                if (!tx_clk) begin
                    if (tx_bits_remaining) begin
                        tx_bits_remaining = tx_bits_remaining - 1'd1;
                        tx_out = tx_data;
                        tx_clk = one_baud_cnt;
                        tx_state = TX_SENDING;
                    end else begin
                        tx_out = 1;
                        tx_clk = 16 * one_baud_cnt; 
                        tx_state = TX_DELAY_RESTART;
                    end
                end
            end
            TX_DELAY_RESTART: begin
                tx_state = tx_clk ? TX_DELAY_RESTART : TX_RECOVER; 
            end
            TX_RECOVER: begin
                tx_state = transmit ? TX_RECOVER : TX_IDLE;
            end
        endcase
    end
endmodule
module display_hex_byte(
	input clk,
	input [7:0] hex_byte,
	output wire [7:0] segments,
	output wire [2:0] segments_enable
	);
	parameter refresh_rate = 1000;       
	parameter sys_clk_freq = 100000000;  
	localparam clk_divider = sys_clk_freq / (refresh_rate * 3);
	reg [31:0] divider;
	reg [7:0] segments_out;
	reg [2:0] segments_enable_out;
	assign segments = ~segments_out;
	assign segments_enable = ~segments_enable_out;
	wire [7:0] high_segments;
	wire [7:0] low_segments;
	nibble_to_segments high_nib(hex_byte[7:4], high_segments);
	nibble_to_segments low_nib(hex_byte[3:0], low_segments);
	always @(posedge clk) begin
		if (divider < clk_divider)
			divider <= divider + 1;
		else begin
			divider <= 0;
			case (segments_enable_out)
				3'b001: begin
					segments_out <= 8'b00101110;    
					segments_enable_out <= 3'b100;  
				end
				3'b100: begin
					segments_out <= high_segments;  
					segments_enable_out <= 3'b010;  
				end
				3'b010: begin
					segments_out <= low_segments;   
					segments_enable_out <= 3'b001;  
				end
				default: begin
					segments_out <= 8'h00;          
					segments_enable_out <= 3'b001;  
				end
			endcase
		end
	end
endmodule
module nibble_to_segments(
	input [3:0] nibble,
	output wire [7:0] segments
	);
	reg [7:0] segments_out;
	assign segments = segments_out;
	always begin
		case (nibble)
			4'h0: segments_out = 8'b11111100;
			4'h1: segments_out = 8'b01100000;
			4'h2: segments_out = 8'b11011010;
			4'h3: segments_out = 8'b11110010;
			4'h4: segments_out = 8'b01100110;
			4'h5: segments_out = 8'b10110110;
			4'h6: segments_out = 8'b10111110;
			4'h7: segments_out = 8'b11100000;
			4'h8: segments_out = 8'b11111110;
			4'h9: segments_out = 8'b11110110;
			4'ha: segments_out = 8'b11101110;
			4'hb: segments_out = 8'b00111110;
			4'hc: segments_out = 8'b10011100;
			4'hd: segments_out = 8'b01111010;
			4'he: segments_out = 8'b10011110;
			4'hf: segments_out = 8'b10001110;
		endcase
	end
endmodule
module uart_demo(
	input CLK_100MHz,
	input [5:0] Switch,
	input  Rx,
	output Tx,
	output reg [0:7] LED,
	output [7:0] SevenSegment,
	output [2:0] SevenSegmentEnable
	);
	wire reset;
	wire retSignal;
	reg transmit;
	reg [1:0] tx_bit;
	wire received;
	wire [63:0] rx_bytes;
	wire is_receiving;
	wire is_transmitting;
	wire recv_error;
	reg [7:0] display_byte;  
	assign reset = ~Switch[2];  
	display_hex_byte #(
		.refresh_rate(1000),
		.sys_clk_freq(100000000)
	)
	hex_display(
		.clk(CLK_100MHz),
		.hex_byte(display_byte),
		.segments(SevenSegment),
		.segments_enable(SevenSegmentEnable)
	);
	uart #(
		.baud_rate(19200),                 
		.sys_clk_freq(100000000)           
	)
	uart0(
		.clk(CLK_100MHz),                  
		.rst(reset),                       
		.rx(Rx),                           
		.tx(Tx),                           
		.transmit(transmit),               
		.tx_bit(1),                
		.received(received),               
		.rx_byte(rx_byte),                 
		.is_receiving(is_receiving),       
		.is_transmitting(is_transmitting), 
		.recv_error(recv_error)            
	);
	always @(posedge CLK_100MHz) begin
		if (received) begin
			display_byte <= rx_bytes[7:0];
			tx_bit <= rx_bytes[0];
			LED <= rx_bytes[0];
			transmit <= retSignal;
		end
		if (is_transmitting) begin
			transmit <= 0;
		end
	end
endmodule
==> impl_metrics.ini <==
; flow metrics
[floorplanning]
initCoreUtil_pct = 31.58
die_x_microns = 72.98
io_pins = 28
fp.dieH_microns = 72.98
chipArea_sq_um = 5326
coreArea_sq_um = 4786
core.rowCount = 25

[detailed_routing]
vias = 908
drc = 0
n_antenna_cell = 0
drtIter0Drc = 11
wl_per_cell_microns = 8.274
dr.pass1.iters = 4
via_per_inst = 3.831
routed_wl_microns = 1961
antenna_left = 0

[clock_network]
cts-hold-fix-buffers = 0
htreeDepth = 2
clk_latency_ns = 0.28
cts_tree = done
clk_transition_reported_paths_ns = 0.07
cts_setup_buffers = 0
cts_buffers = 5
clockBufferDepth = 2
cts_resized = 0
cts.sinks = 38
clockRootBuffer = clkbuf_8

[setup_path]
cp_cell_sequence = inv_1 > clkdlybuf4s50_1
crit_path_start_kind = register
cpLargestDelayFamily = buffers and inverters
r2r_slack_ns = 0.95
critPathSlowestCell = edfxtp_1
worstPathRequired_ns = 2.08
worstReg2RegStart = hex_display.divider[13]
cp_slowest_stage_delay_ns = 0.45
crit_path_end_kind = output port
critPathArrivalTime_ns = 1.29
crit_type = register to output port
crit_buf_inv = 2
critPathMaxFanout = 4
crit_path_start = hex_display.segments_enable_out[2]

[timing]
min_period_ns = 1.805
fin_crit_sh_pct = 69.42
fmax_mhz = 554.0
rsz0062_at_grt = no
hold_slack_ns = 0.5248
setup_tns_ns = 0
setup_viol = 0
fin_ws_ns = 0.7950
drv_slew = 0
finalHoldViolCount = 0
clock_skew_ns = 0.002141

[pwr]
power_uw = 1163
p_int_uw = 954.0
switching_share_pct = 17.98
pwr-share-seq_pct = 52.5
p_leak_uw = 0.0006407
cellPowerDensity_nw_per_um2 = 642.0
ir_drop_v = 0.0003418
power_frac_clock_pct = 47.2
switchingPower_uw = 209.1
comb_power_share_pct = 0.3

[yosys]
top_cell_area_share_pct = 42.38
ys_warn_count = 16
ys_sh_simple_pct = 22.43
synthFlopType = dfxtp_1
ys_cells = 142
yosys_area_sq_um = 1511
yosys.area_share.adder_pct = 1.656
async_flop_share_pct = 0
common_cells = dfxtp_1, buf_4, xnor2_1, nor3_1, inv_1
aoi_share_pct = 1.656
synth_area_sq_um = 1511
syn_inst = 142
avgSynthCellArea_sq_um = 10.64
synth_cell_types = 27
ys_seq_share_pct = 54.30
synth-edff-count = 6
synthTopLogicFamily = simple AND/OR/NAND/NOR gates
synth-xor-area-share_pct = 8.692
synth_flops = 38
yosys-top-cells-area = dfxtp_1, edfxtp_1, xnor2_1, buf_4, nor3_2
synth_top_cell_by_area = dfxtp_1
top_cell = dfxtp_1
synthMuxAreaShare_pct = 0

[global_routing]
grtUsageTotal_pct = 8.643
grt_pass1_vias = 810
grt_pass1_wl_microns = 3484
gr-total-overflow = 0
antenna_found_initial = 0
grt_max_degree = 17

[place]
dp_slack_ns = 0.9472
globalplace.congestion = 0.7430
dp_hpwl_microns = 1323
portBuffers = 10

[run]
openroad.warnings = 33
maxCapViolations = 0

[final_layout]
drive_gt1_share_pct = 14.12
area_growth_pct = 19.87

[min_path]
hold_start = hex_display.divider[0]
hold_class = register to register

[outcome]
status = completed
## power by group through the flow
stage,combinational (uW),sequential (uW),clock [uW]
CTS,3.84,611,565
global route,5.52,612,593
finish,3.50,611,549
## worst reg2reg max path: stages, from the launching register on
cell	delay, ns
dfxtp_1	0.34
or4_1	0.55
o21ai_2	0.14
nand2_2	0.06
or2_1	0.30
## routing by layer
| metal | track usage [%] | up-vias | share of wire (%) |
|---|---|---|---|
| met4 | 1.743 | 0 | 1.6 |
| met3 | 2.241 | 5 | 4.4 |
| met5 | 0 | - | 0 |
| met1 | 12.31 | 391 | 50 |
| li1 | - | 491 | - |
| met2 | 13.68 | 21 | 44 |
## cells in the final DEF (no fill, tap or decap), types with 2 or more instances in the layout
cell type,n
nor4_1,7
inv_1,11
ha_1,2
edfxtp_1,6
clkdlybuf4s50_1,10
xnor2_1,14
nor2_1,6
conb_1,26
nor3_1,13
nor3_2,10
nand2_1,4
dfxtp_1,32
clkbuf_8,5
buf_4,2
nand3_1,5
nand4_1,3
## final timing paths
| path | depth (start not counted) | to |
|---|---|---|
| worst max-delay path | 2 | SevenSegmentEnable[2] |
| worst min-delay path | 1 | hex_display.divider[0] |
| worst max register to register | 4 | hex_display.segments_out[1] |
| worst min register to register | 1 | hex_display.divider[0] |
## sequential cells by signal, summed over array words and instances (netlist names)
name / count
hex_display.segments_enable_out: 3
hex_display.divider: 32
hex_display.segments_out: 3
## area by class of cell
cell class                 count  area [sq um]
clock inverter                 2         38.79
tap                           67         83.83
clock buffer                   6         93.84
fill                         470          2974
sequential                    38         820.8
multi-input combinational    101         618.1
inverter                      11         41.29
timing repair buffer          12         115.1
## cell families (layout without fill, tap and decap cells)
logic type | Yosys count | count (layout)
AND-OR/OR-AND | 3 | 3
XOR/XNOR | 15 | 15
adder cells (fa/ha/maj) | 2 | 2
buffers and inverters | 27 | 31
flip-flops | 38 | 38
other | 2 | 26
AND/OR/NAND/NOR | 55 | 55
## through the flow
stage | instance area (sq um) | std cells | utilization (%)
final | 1812 | 237 | 37.86
after global routing | 1812 | 237 | 37.86
after CTS | 1812 | 237 | 37.86
after detailed placement | 1679 | 229 | 35.09
after global placement | 1679 | 229 | 35.09
after floorplan | 1602 | 166 | -
No activity file was given, so power comes from the tool's default toggle rates.
